### flow/run.sh
#!/bin/bash
# OpenROAD 26Q1-2900-gdf79404cd8, Yosys 0.63+post, stock flow scripts
make -C /OpenROAD-flow-scripts/flow DESIGN_CONFIG=/design/flow/config.mk WORK_HOME=/design/flow/orfs finish
### flow/config.mk
export PLATFORM = sky130hd
export DESIGN_NAME = pixel_memarray
export DESIGN_NICKNAME = pixel_memarray
export VERILOG_FILES = /design/flow/design.v
export SDC_FILE = /design/flow/constraint.sdc
export NUM_CORES = 4
export LEC_CHECK = 1
export CORE_AREA = 10 10 114 114
export DIE_AREA = 0 0 124 124
### flow/constraint.sdc
current_design pixel_memarray

set clk_period 7.8
set clk_io_pct 0.2

create_clock -name clk0 -period $clk_period

set non_clock_inputs [all_inputs -no_clocks]
set_input_delay [expr $clk_period * $clk_io_pct] -clock clk0 $non_clock_inputs
set_output_delay [expr $clk_period * $clk_io_pct] -clock clk0 [all_outputs]
### flow/design.v
module pixel_memarray ( PixelX, PixelY, pixel_address);
  	int x = 900;	 
  	int y = 300;	 
  	input logic [0:8]PixelX, PixelY; 			 
  	output logic [0:19]pixel_address;			 
  	assign pixel_address = (PixelX*3) + (PixelY*x);
endmodule
module pixel_memarray_TB;
  parameter x = 300, y = 300;		 
  reg [0:8]PixelX;				 
  reg [0:8]PixelY;				 
  wire [0:19]pixel_address;		 
  pixel_memarray mem(.PixelX(PixelX), .PixelY(PixelY),
               .pixel_address(pixel_address));
  initial begin
    PixelX = x;		 
    PixelY = y;		 
    if (PixelX >= 300) begin
   		PixelX = 299;
  	end
    if (PixelY >= 300) begin
   		PixelY = 299;
  	end
    display;	 
  end	
  	task display;
      #1 $display("Pixel X Coordinate:%d, Pixel Y Coordinate:%d, pixel_address:%d",
    	PixelX, PixelY, pixel_address);
  	endtask
endmodule
==> impl_metrics.tcl <==
# flow metrics
set metrics [dict create \
    outcome "finished, final reports clean" \
    setup.worst_path.start_class "input port" \
    fa_ha_area_share_pct 54.88 \
    leakage_nw 1.218 \
    hold_violations 0 \
    seq_area_um2 0 \
    ys_sh_simple_pct 14.58 \
    ys_sh_aoi_pct 12.10 \
    grtUsageTotal_pct 5.064 \
    most-common-layout-cells "ha_1 (49), clkdlybuf4s50_1 (34), inv_1 (29), buf_4 (19), fa_1 (17)" \
    dp_hpwl_um 3707 \
    maxCapViolCount 0 \
    grt_max_degree 7 \
    yosys_warnings 1 \
    diodes 0 \
    layout-drive-gt1-share_pct 13.39 \
    worstHoldPathCells 2 \
    top_usage_layer "met2" \
    antenna_found_initial 0 \
    holdPathEnd "pixel_address[19]" \
    post_drt_wl_per_cell_um 10.27 \
    syn_area_um2 1819 \
    cp-end-kind "primary output" \
    slew_headroom_pct 70.63 \
    crit_required_ns 6.24 \
    p_per_area_nw_per_um2 245.9 \
    crit_fanout 3 \
    tightest_slew_ns 0.4375 \
    place.gp.congestion 0.8319 \
    die_w_um 124 \
    yosys-dominant-comb-family "adder cells" \
    avgSynthCellArea_um2 9.188 \
    worstPathArrival_ns 6.06 \
    period_needed_ns 7.625 \
    area_delta_synth_final_pct 39.27 \
    use_met3_pct 0.7805 \
    postSynthSeqShare_pct 0 \
    min_from "PixelX[8]" \
    ys_area_um2 1819 \
    rows 37 \
    drcViolationCount 0 \
    period_used_pct 97.75 \
    synth_cells 198 \
    first_pass_iters 4 \
    detail-route-antenna-nets 0 \
    tool_warnings 36 \
    use_met1_pct 7.214 \
    io_buffers 38 \
    mostFrequentLayoutCell "ha_1" \
    setup_viol 0 \
    xor_share_pct 12.04 \
    synth.distinct_cells 39 \
    grt_pass1_wl_um 6513 \
    design.portCount 38 \
    maxSlewViolCount 0 \
    vias 1521 \
    postCtsHoldBufs 0 \
    ys_cells 198 \
    clkbuf_count 0 \
    wirelength_um 4006 \
    rsz0062_at_grt "true" \
    seq_cell_count 0 \
    fp_util_pct 17.47 \
    drt_first_iter_violations 31 \
    chip_area_um2 15380 \
    peakVddDrop_mv 0.1005 \
    mux_area_share_pct 0 \
    core_um2 10420 \
    fin_util_pct 24.32 \
    fmax_mhz 131.2 \
    met2_usage_pct 8.477 \
    hold_class "input port to primary output" \
    grt_pass1_vias 1422 \
    die_h_um 124 \
    worstSetupPathType "input port to primary output" \
    viasPerCell 3.900 \
    grt_overflow 0 \
    setup_tns_ns 0 \
]
## worst max-delay path, cell delays in order
cell and delay, ns:
clkdlybuf4s50_1 0.48, inv_1 0.06, fa_1 0.53, inv_1 0.04, ha_1 0.29, fa_1 0.53
ha_4 0.21, buf_4 0.12, ha_1 0.27, a21o_1 0.19, a21oi_1 0.19, xnor2_1 0.17
and3_4 0.23, nand3_4 0.08, or4_1 0.52, nor2_2 0.13, clkdlybuf4s50_1 0.47
## how the worst max path moves through the flow
stage / cells after the start / start / end / slack (ns)
global route: 17 / PixelY[7] / pixel_address[0] / 0.003
CTS: 17 / PixelY[7] / pixel_address[0] / 0.02
finish: 17 / PixelY[7] / pixel_address[0] / 0.18
## synthesized netlist by cell type
cell type | instances | area, um^2
xor2_1 | 9 | 78.83
nor3_2 | 1 | 10.01
nand4_1 | 2 | 12.51
a221o_1 | 1 | 10.01
a22oi_1 | 1 | 7.510
o21ai_1 | 3 | 15.01
or4_1 | 2 | 15.01
a21oi_2 | 2 | 17.52
nor4b_1 | 1 | 8.760
nand3_4 | 1 | 17.52
o211ai_1 | 1 | 7.510
nor2_1 | 17 | 63.81
a2bb2oi_4 | 1 | 26.28
o21ai_0 | 3 | 15.01
nand2_1 | 6 | 22.52
a21oi_1 | 4 | 20.02
nand2b_2 | 1 | 8.760
a211oi_1 | 2 | 15.01
xnor2_4 | 1 | 27.53
nand3_1 | 2 | 10.01
fa_1 | 18 | 360.4
inv_1 | 29 | 108.9
and3_1 | 5 | 31.28
nand3b_1 | 1 | 7.510
or2_2 | 1 | 6.260
a31o_1 | 1 | 8.760
a2111oi_0 | 1 | 8.760
o21a_1 | 1 | 7.510
ha_1 | 51 | 638.1
a21o_1 | 6 | 45.04
and3_4 | 1 | 11.26
xor2_2 | 1 | 16.27
a211o_1 | 1 | 8.760
nor2b_1 | 1 | 6.260
o21bai_1 | 1 | 7.510
nor4_1 | 3 | 18.77
nor3_1 | 3 | 15.01
xnor2_1 | 11 | 96.34
buf_4 | 1 | 7.510
## metrics by stage
step / std cells / worst slack, ns / power (W) / area, um^2 / hold slack [ns]
CTS: 389 / 0.01801 / 0.0006283 / 2495 / 3.961
global route: 390 / 0.002603 / 0.0007037 / 2534 / 4.008
floorplan: 198 / 1.128 / 0.0003336 / 1819 / 3.186
finish: 390 / 0.1754 / 0.0006230 / 2534 / 3.955
detailed placement: 388 / -0.02675 / 0.0006330 / 2490 / 3.965
global placement: 388 / -0.03618 / 0.0006347 / 2490 / 3.968
## where the power goes
group / switching, W / total, W / internal (W)
logic: 0.000265 / 0.000623 / 0.000358
clock network: 0 / 0 / 0
registers: 0 / 0 / 0
## metal layers
layer	share of wire, %	vias to the layer above
met1	50	703
met5	0	-
li1	-	799
met4	0	0
met2	46	19
met3	4.1	0
## logic make-up after synthesis
family                   Yosys count
AND/OR/NAND/NOR                   48
buffers and inverters             30
adder cells (fa/ha/maj)           69
XOR/XNOR                          22
AND-OR/OR-AND                     29
## final cells by class
type               instances  area (um^2)
repair buffers            57        518.0
multi-input cells        168         1737
inverters                 29        108.9
well taps                136        170.2
fillers                 1094         7883
## timing repair
action,in CTS,in global routing
setup buffers,1,1
resized,5,7
setup endpoints to repair,4,2
pin swaps,2,4
Power figures rest on the tool's default switching activity, not on a simulated workload.
